===== flow/config.mk =====
export PLATFORM = sky130hd
export DESIGN_NAME = eight_bit_comparator
export DESIGN_NICKNAME = eight_bit_comparator
export VERILOG_FILES = /design/flow/design.v
export SDC_FILE = /design/flow/constraint.sdc
export NUM_CORES = 4
export LEC_CHECK = 1
export CORE_AREA = 10 10 70 70
export DIE_AREA = 0 0 80 80

===== flow/constraint.sdc =====
current_design eight_bit_comparator

set clk_period 2.0
set clk_io_pct 0.2

create_clock -name clk0 -period $clk_period

set non_clock_inputs [all_inputs -no_clocks]
set_input_delay [expr $clk_period * $clk_io_pct] -clock clk0 $non_clock_inputs
set_output_delay [expr $clk_period * $clk_io_pct] -clock clk0 [all_outputs]

===== flow/design.v =====
module eight_bit_comparator(a,b,g,e,s);
    input [7:0]a;
    input [7:0]b;
    output g;
    wire [7:0]greater;
    output e;
    wire [7:0]equal;
    output s;
    wire [7:0]smaller;
    one_bit_comparator D1(a[7],b[7],1'b0,1'b1,1'b0,greater[7],equal[7],smaller[7]);
    one_bit_comparator D2(a[6],b[6],greater[7],equal[7],smaller[7],greater[6],equal[6],smaller[6]);
    one_bit_comparator D3(a[5],b[5],greater[6],equal[6],smaller[6],greater[5],equal[5],smaller[5]);
    one_bit_comparator D4(a[4],b[4],greater[5],equal[5],smaller[5],greater[4],equal[4],smaller[4]);
    one_bit_comparator D5(a[3],b[3],greater[4],equal[4],smaller[4],greater[3],equal[3],smaller[3]);                    
    one_bit_comparator D6(a[2],b[2],greater[3],equal[3],smaller[3],greater[2],equal[2],smaller[2]);                        
    one_bit_comparator D7(a[1],b[1],greater[2],equal[2],smaller[2],greater[1],equal[1],smaller[1]);
    one_bit_comparator D8(a[0],b[0],greater[1],equal[1],smaller[1],greater[0],equal[0],smaller[0]);
    assign g = greater[0];
    assign e = equal[0];
    assign s = smaller[0];
endmodule
module one_bit_comparator(a,b,pg,pe,ps,greater,equal,smaller);
    input a;
    input b;
    input pg;
    input pe;
    input ps;
    output greater;
    output smaller;
    output equal;
    assign greater = pg||((a&(~b))&&pe);
    assign equal = pe&&a===b;
    assign smaller = ps||((~a&(b))&&pe);
endmodule

===== flow/run.sh =====
#!/bin/bash
# OpenROAD 26Q1-2900-gdf79404cd8, Yosys 0.63+post, stock flow scripts
make -C /OpenROAD-flow-scripts/flow DESIGN_CONFIG=/design/flow/config.mk WORK_HOME=/design/flow/orfs finish

==> changes_impl.md <==
## Flow update

- Clock Buffer Count: 0
- DR pass1 iterations: 2
- Cell family with most CP delay: AND-OR/OR-AND gates
- Routed wire per std cell: between 8 and 9 um
- Max stage delay cell, worst path: ha_1
- Site row count: 21
- Hold Buf Count CTS: 0
- Max_cap viols: 0
- CP Data Arrival Time: 1.50 ns
- Hold WC Path Type: input port to output port
- DIE HEIGHT: about 80 um
- PwrDens: 193.3 mW/mm^2
- Remaining Overflow, GRT: 0
- Fill cell count: around 380
- Hold Crit Depth: 5
- Synth cell types: 11
- Hold Startpoint: a[7]
- Share of cells above drive strength 1: roughly 60%
- Worst Setup End Kind: output port
- Worst Hold End: g
- Tool warnings: 41
- Final Instance Area: 765.7 sq um
- Largest net degree at the start of global routing: 4
- Drt drc: 0
- Setup TNS: 0 ns
- DR vias: 410
- Setup crit start kind: input port
- Yosys stat cell total: 48
- Die area: 0.006400 sq mm
- CP most frequent cell: buf_2
- Top Layout Cells: ha_1, buf_4, inv_1
- Syn avg cell area: around 7.6 sq um
- Buf/Inv on CP: 2
- Top Ports: 19
- Synthesis-to-finish area growth: 108.9%
- Final WL: 1093 um
- Die X: 80 um
- Synth warn: 0
- Placed wire-length estimate after detailed placement: 993.2 um
- CP Max Fanout: 3
- Slew Limit Fails: 0
- Area post-placement: between 600 and 700 sq um
- Worst-path cell chain: buf_2, ha_1, and2_4, a221oi_4, o221ai_2, buf_2
- Critical Path RT: around 1.6 ns
- Outcome: finished clean
- Placer congestion estimate: 0.6914
- F_max: about 0.53 GHz
- VDD IR max: 0.04102 mV
- Detail Route Antenna Nets: 0
- Mapped Cells: 48
- Input/output buffers: 19
- Crit path largest cell delay: 0.28 ns
- CORE AREA: 0.003416 sq mm
- Routed vias/inst: 3.306
- Final setup fails: 0
- Kind of critical path: input port to output port
- Tightest Pin Transition: around 0.24 ns
- First DRT Iteration DRCs: 1
- Normalized max-slew margin: 83.96%
- DP Worst Slack: -0.7922 ns
- Reg area: 0 sq um
- RSZ-0062 raised after global routing: no
- Endpoints failing hold: 0
- Flop count: 0
- Post-layout period usage: 95.18%
- Fp_density: between 10% and 20%
- Gr usage total: 3.371%
- Initial antenna violation count: 0
- Total leakage power: 0.3875 nW
- Post-layout minimum cycle time: 1.904 ns
- Antenna diodes: 0
- Vias in the first global route: 410
- Yosys chip area: 366.6 sq um
- Final worst slack: 0.09637 ns
- Synth Seq Share: 0%
- Synth Cell Area: 366.6 sq um
- Global-route wire length before repair: 1814 um
==> worst min-delay path, cell delays in order <==
cell	delay, ns
clkbuf_2	0.10
ha_1	0.16
a21oi_2	0.04
o221ai_2	0.04
buf_2	0.09
==> cells in the mapped netlist <==
| library cell | instances | area (sq um) |
|---|---|---|
| ha_1 | 16 | 200.2 |
| inv_1 | 16 | 60.06 |
| a21oi_1 | 4 | 20.02 |
| a21o_2 | 2 | 17.52 |
| a221oi_1 | 2 | 17.52 |
| nand2_1 | 2 | 7.510 |
| o221ai_1 | 2 | 17.52 |
| and2_1 | 1 | 6.260 |
| nand3_2 | 1 | 10.01 |
| nor2_1 | 1 | 3.750 |
| or2_1 | 1 | 6.260 |
==> power by group <==
part / internal [W] / leakage, nW / total (W) / switching (W)
Combinational: 0.0000835 / 0.387 / 0.000148 / 0.0000645
Sequential: 0 / 0 / 0 / 0
Clock: 0 / 0 / 0 / 0
==> how the worst max path moves through the flow <==
stage / from / end / slack [ns] / cells past startpoint
final: b[1] / s / 0.1 / 6
after global routing: b[3] / s / 0.01 / 6
after CTS: a[6] / s / -0.13 / 8
==> routing by layer <==
| metal | vias up | global-route usage, % | part of all wire (%) |
|---|---|---|---|
| met4 | 0 | 0 | 0 |
| met5 | - | 0 | 0 |
| met1 | 184 | 4.087 | 45 |
| met3 | 0 | 0.2273 | 2.4 |
| met2 | 8 | 6.581 | 53 |
| li1 | 218 | - | - |
==> final cells by class <==
class              count  area [sq um]  share of cell area [%]
repair buffers        30         209.0                   27.29
multi-input cells     32         439.2                   57.35
inverters             16         60.06                   7.843
well taps             46         57.56                   7.516
==> timing repair <==
item                                    CTS  global route
endpoints found under the setup margin    3             3
resized                                  52            22
pin swaps                                11             6
setup buffers                             1             0
==> stage by stage <==
step	util [%]	hold WS, ns	total power, W	instances
finish	22.42	1.226	0.0001480	124
global route	22.42	1.273	0.0001639	124
CTS	22.56	1.376	0.0001400	124
detailed placement	20.18	1.998	0.0001221	123
global placement	20.18	1.995	0.0001212	123
floorplan	-	0.9685	0.00004423	48
==> cells by family after synthesis <==
logic type / Yosys count / share of synthesized area (%)
adder cells (fa/ha/maj): 16 / 54.61
AND-OR/OR-AND: 10 / 19.80
buffers and inverters: 16 / 16.38
AND/OR/NAND/NOR: 6 / 9.217
Power is estimated from default activity; no workload was simulated.
