==> flow/config.mk <==
export PLATFORM = sky130hd
export DESIGN_NAME = eight_bit_adder_subtractor
export DESIGN_NICKNAME = eight_bit_adder_subtractor
export VERILOG_FILES = /design/flow/design.v
export SDC_FILE = /design/flow/constraint.sdc
export NUM_CORES = 4
export LEC_CHECK = 1
export CORE_AREA = 10 10 70 70
export DIE_AREA = 0 0 80 80
==> flow/constraint.sdc <==
current_design eight_bit_adder_subtractor

set clk_period 5.1
set clk_io_pct 0.2

create_clock -name clk0 -period $clk_period

set non_clock_inputs [all_inputs -no_clocks]
set_input_delay [expr $clk_period * $clk_io_pct] -clock clk0 $non_clock_inputs
set_output_delay [expr $clk_period * $clk_io_pct] -clock clk0 [all_outputs]
==> flow/design.v <==
module one_bit_adder_subtractor(a,b,cin,opcode,result,cout);
    input a;
    input b;
    input cin;
    input opcode;
    output cout;
    output result;
    assign cout = ((a&&(b^opcode))||((b^opcode)&&cin)||(cin&&a));
    assign result = a^(b^opcode)^cin;
endmodule
module eight_bit_adder_subtractor(a,b,cin,opcode,cout,result);
    input [7:0]a;
    input [7:0]b;
    input cin;
    input opcode;
    output [7:0] result;
    output cout;
    wire [7:0] carry;
    one_bit_adder_subtractor D1(a[0],b[0],cin,opcode,result[0],carry[0]);
    one_bit_adder_subtractor D2(a[1],b[1],carry[0],opcode,result[1],carry[1]);
    one_bit_adder_subtractor D3(a[2],b[2],carry[1],opcode,result[2],carry[2]);
    one_bit_adder_subtractor D4(a[3],b[3],carry[2],opcode,result[3],carry[3]);
    one_bit_adder_subtractor D5(a[4],b[4],carry[3],opcode,result[4],carry[4]);
    one_bit_adder_subtractor D6(a[5],b[5],carry[4],opcode,result[5],carry[5]);
    one_bit_adder_subtractor D7(a[6],b[6],carry[5],opcode,result[6],carry[6]);
    one_bit_adder_subtractor D8(a[7],b[7],carry[6],opcode,result[7],carry[7]);
    assign cout = carry[7]^carry[6];
endmodule
==> flow/run.sh <==
#!/bin/bash
# OpenROAD 26Q1-2900-gdf79404cd8, Yosys 0.63+post, stock flow scripts
make -C /OpenROAD-flow-scripts/flow DESIGN_CONFIG=/design/flow/config.mk WORK_HOME=/design/flow/orfs finish
==> changes_impl.md <==
### Metrics

* Status: finished with violations
* Failing checks: setup timing
* Achievable Freq at 188 MHz
* Kind of critical path: in -> out
* Crit Path Max Fanout at 2
* Fin util at 19.6%
* Syn avg cell area at 9.12 um2
* Placement Setup Slack at -1.08 ns
* FP Core Util at 11.0%
* Startpoint Class: input pin
* Die W at 80 um
* Register area at 0 um2
* Final period util at 104%
* Number of global-route vias before repair at 341
* Worst setup margin at -0.220 ns
* Worst min-delay path class: in -> out
* Antenna-violating nets left at 0
* Largest net degree at the start of global routing at 8
* Power per cell area at 133 nW/um2
* Final HPWL DP at 927 um
* Final Hold Violation Tally at 0
* Post-route design area at 669 um2
* Final weighted congestion in routability-driven placement at 0.727
* FFs & Latches at 0
* Initial antenna violation count at 0
* Global-route wire length before repair at 1.61 mm
* Yosys stat area at 374 um2
* Min Clock Period, post-route at 5.32 ns
* Seq/Total Area, Yosys at 0%
* Vias per cell at 2.69
* DRC viols at 0
* GRT Util Overall at 3.05%
* Routed len/inst at 9.02 um
* Synth cell types at 7
* # setup viols final at 2
* Worst VDD drop at 0.0473 mV
* Yosys cell count at 41
* Arr. time, crit path at 4.30 ns
* # IOs at 27
* Synth-to-layout area growth at 78.9%
* Die Span Y at 80 um
* Iteration-0 DRC Markers at 1
* Area of the chip at 6400 um2
* Relative slew slack at 85.5%
* CP Capture Type: output pin
* Hold buffer count at cts at 0
* Max Transition Viols Final at 0
* Post-Syn Instances at 41
* DRT Pass-1 Iters at 3
* Vias at 290
* Total grt overflow at 0
* Post-Route WL at 974 um
* RSZ-0062 raised after global routing: true
* Pleak at 0.299 nW
* # rows at 21
* DP Area at 658 um2
* Worst-margin pin slew at 0.215 ns
* # diodes at 0
* Synth warn at 0
* Share of cells above drive strength 1 at 33.9%
* Core ar. at 3420 um2
* Tool Warnings at 35
* CLK BUF at 0
* Worst endpoint required time at 4.08 ns
* Max-Cap Viols at 0
* Mapped Area at 374 um2
* IO buf count at 27
path summary, 6_finish.rpt:
kind | slack [ns] | cells past startpoint | start | to
hold / removal | 2.79 | 6 | opcode | result[7]
setup / recovery | -0.22 | 13 | opcode | result[7]
power by group:
group / switching [mW] / total [mW] / internal [mW]
clock network: 0 / 0 / 0
logic: 0.0302 / 0.0887 / 0.0585
registers: 0 / 0 / 0
routing by layer:
layer	global-route usage [%]	part of all wire, %	wire length (um)	vias to the layer above
met5	0	0	0	-
met4	0	0	0	0
met3	2.95	28	272	0
met2	3.37	21	207	27
met1	4.26	51	494	123
li1	-	-	-	140
logic make-up (layout without fill, tap and decap cells):
group                      count (synthesis)  in the layout  share of synthesized area (%)
adders and majority gates                  8              8                           42.8
xor gates and xnor gates                   9              9                           23.1
buffers and inverters                     24             45                           34.1
per-stage QoR:
step                power, mW  hold WS [ns]  cells  setup TNS [ns]
floorplan              0.0553          2.26     41          -0.291
global placement       0.0946          3.12    107           -2.92
detailed placement     0.0951          3.12    107           -2.96
CTS                    0.0901          2.81    107           -1.19
global route            0.103          2.85    108          -0.607
finish                 0.0887          2.79    108          -0.369
synth_stat cells:
library cell | number | area (um2)
buf_4 | 8 | 60.1
buf_6 | 1 | 11.3
fa_1 | 8 | 160
inv_1 | 15 | 56.3
xnor2_1 | 7 | 61.3
xor2_1 | 1 | 8.76
xor2_2 | 1 | 16.3
area by class of cell:
cell class | instances | area [um2]
Fill cell | 392 | 2750
Tap cell | 46 | 57.6
Timing Repair Buffer | 30 | 282
Multi-Input combinational cell | 17 | 274
Inverter | 15 | 56.3
layout by cell type (no fill, tap or decap):
cell type,n
xor2_2,1
fa_2,8
inv_1,12
xnor2_2,1
dlymetal6s2s_1,1
buf_2,3
dlygate4sd2_1,4
xnor2_1,6
buf_4,3
buf_6,1
inv_2,3
buf_8,1
clkdlybuf4s50_1,17
xor2_1,1
critical path: stages:
cell,delay (ns)
buf_8,0.10
xor2_2,0.15
fa_2,0.21
inv_2,0.04
fa_2,0.33
fa_2,0.34
fa_2,0.35
fa_2,0.34
fa_2,0.35
fa_2,0.41
fa_2,0.52
inv_1,0.04
buf_2,0.10
repair_timing:
| action | in CTS | in global routing |
|---|---|---|
| setup buffers | 0 | 1 |
| pin swaps | 10 | 9 |
| gates cloned | 0 | 0 |
| endpoints found under the setup margin | 4 | 3 |
| endpoints found under the hold margin | 0 | 0 |
| resized | 30 | 3 |
Power figures rest on the tool's default switching activity, not on a simulated workload.
