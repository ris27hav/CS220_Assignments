## design/flow/config.mk

```make
export PLATFORM = sky130hd
export DESIGN_NAME = carry_look_ahead_eight
export DESIGN_NICKNAME = carry_look_ahead_eight
export VERILOG_FILES = /design/flow/design.v
export SDC_FILE = /design/flow/constraint.sdc
export NUM_CORES = 4
export LEC_CHECK = 1
export CORE_AREA = 10 10 70 70
export DIE_AREA = 0 0 80 80
```

## design/flow/constraint.sdc

```tcl
current_design carry_look_ahead_eight

set clk_period 4.4
set clk_io_pct 0.2

create_clock -name clk0 -period $clk_period

set non_clock_inputs [all_inputs -no_clocks]
set_input_delay [expr $clk_period * $clk_io_pct] -clock clk0 $non_clock_inputs
set_output_delay [expr $clk_period * $clk_io_pct] -clock clk0 [all_outputs]
```

## design/flow/design.v

```verilog
module carry_look_ahead_eight(a,b,cin,cout,sum);
    input [7:0]a;
    input [7:0]b;
    input cin;
    output [7:0] sum;
    output cout;
    wire [7:0] c;
    wire [7:0] p;
    wire [7:0] g;
    assign p[0] = a[0] ^ b[0];assign g[0] = a[0] & b[0];
    assign p[1] = a[1] ^ b[1];assign g[1] = a[1] & b[1];
    assign p[2] = a[2] ^ b[2];assign g[2] = a[2] & b[2];
    assign p[3] = a[3] ^ b[3];assign g[3] = a[3] & b[3];
    assign p[4] = a[4] ^ b[4];assign g[4] = a[4] & b[4];
    assign p[5] = a[5] ^ b[5];assign g[5] = a[5] & b[5];
    assign p[6] = a[6] ^ b[6];assign g[6] = a[6] & b[6];
    assign p[7] = a[7] ^ b[7];assign g[7] = a[7] & b[7];
    assign c[1] = g[0] || (p[0] && cin);
    assign c[2] = g[1] || (p[1] && g[0]) || (p[1]&&p[0]&&cin);
    assign c[3] = g[2] || (p[2] && g[1]) || (p[2] && p[1] && g[0]) || (p[2] && p[1]&&p[0]&&cin);
    assign c[4] = g[3] || p[3] && g[2] || p[3] && (p[2] && g[1]) || p[3] && (p[2] && p[1] && g[0]) || p[3] && (p[2] && p[1]&&p[0]&&cin);
    assign c[5] = g[4] || p[4] && g[3] || p[4] && p[3] && g[2] || p[4] && p[3] && (p[2] && g[1]) || p[4] && p[3] && (p[2] && p[1] && g[0]) || p[4] && p[3] && (p[2] && p[1]&&p[0]&&cin);
    assign c[6] = g[5] || p[5] && g[4] || p[5] && p[4] && g[3] || p[5] && p[4] && p[3] && g[2] || p[5] && p[4] && p[3] && (p[2] && g[1]) || p[5] && p[4] && p[3] && (p[2] && p[1] && g[0]) || p[5] && p[4] && p[3] && (p[2] && p[1]&&p[0]&&cin);
    assign c[7] = g[6] || p[6] && g[5] || p[6] && p[5] && g[4] || p[6] && p[5] && p[4] && g[3] || p[6] && p[5] && p[4] && p[3] && g[2] || p[6] && p[5] && p[4] && p[3] && (p[2] && g[1]) || p[6] && p[5] && p[4] && p[3] && (p[2] && p[1] && g[0]) || p[6] && p[5] && p[4] && p[3] && (p[2] && p[1]&&p[0]&&cin);
    assign cout = g[7] || p[7] && g[6] || p[7] && p[6] && g[5] || p[7] && p[6] && p[5] && g[4] || p[7] && p[6] && p[5] && p[4] && g[3] || p[7] && p[6] && p[5] && p[4] && p[3] && g[2] || p[7] && p[6] && p[5] && p[4] && p[3] && (p[2] && g[1]) || p[7] && p[6] && p[5] && p[4] && p[3] && (p[2] && p[1] && g[0]) || p[7] && p[6] && p[5] && p[4] && p[3] && (p[2] && p[1]&&p[0]&&cin);
    carry_look_ahead_single D1(a[0],b[0],cin,sum[0]);
    carry_look_ahead_single D2(a[1],b[1],c[1],sum[1]);
    carry_look_ahead_single D3(a[2],b[2],c[2],sum[2]);
    carry_look_ahead_single D4(a[3],b[3],c[3],sum[3]);
    carry_look_ahead_single D5(a[4],b[4],c[4],sum[4]);
    carry_look_ahead_single D6(a[5],b[5],c[5],sum[5]);
    carry_look_ahead_single D7(a[6],b[6],c[6],sum[6]);
    carry_look_ahead_single D8(a[7],b[7],c[7],sum[7]);
endmodule
module carry_look_ahead_single(a,b,cin,s);
    input a;
    input b;
    input cin;
    output s;
    assign s = a^b^cin;
endmodule
```

## design/flow/run.sh

```bash
#!/bin/bash
# OpenROAD 26Q1-2900-gdf79404cd8, Yosys 0.63+post, stock flow scripts
make -C /OpenROAD-flow-scripts/flow DESIGN_CONFIG=/design/flow/config.mk WORK_HOME=/design/flow/orfs finish
```

==> run_results.csv <==
group,metric,value,unit
finish,layout-drive-gt1-share,7.46,%
route,first_pass_iters,2,
route,wl_per_cell,9.50,um
die,core_area,0.00342,mm2
logic_synthesis,ys_area,388,um2
placed_design,dp_hpwl,1010,um
global_route,global_route_congestion_overflow_total,0,
logic_synthesis,ys_top_cells_by_area,"ha_1 (26%), buf_4 (15%), xnor2_1 (9.0%)",
logic_synthesis,post_synth_inst_count,49,
clocking,cts.hold.buffers_added,0,
run,openroad.warnings,32,
placed_design,gpl.final_weighted_congestion,0.739,
setup_path,worstPathArrival,2.89,ns
final_timing,hold_violations,0,
power_and_ir_drop,worst_ir_drop_vdd,0.0000198,V
final_timing,post-route-worst-setup-slack,0.625,ns
die,chip_area,0.00640,mm2
logic_synthesis,yosys.area.top_type,"ha_1",
final_timing,totalNegativeSetupSlack,0,ns
min_path,timing.hold.worst.class,"input pin to output pin",
finish,final_cell_mix,"clkdlybuf4s50_1 (26), ha_1 (8), inv_1 (7), xnor2_1 (4)",
finish,layout.clock_buffers,0,
power_and_ir_drop,leakagePower,0.266,nW
setup_path,setup.worst_path.start_class,"input pin",
logic_synthesis,synth_cell_type_count,17,
route,routed_vias_inst,3.16,
global_route,grt_pass1_wl,1570,um
clocking,cts-resized-gates,0,
global_route,grt_pass1_vias,336,
die,core_util_floorplan,11.4,%
setup_path,timing.critical_path.fanout_max,3,
clocking,post-cts-setup-buffer-count,0,
final_timing,max-slew-margin-rel,79.7,%
die,floorplan.die.width,80,um
route,number_of_vias_after_detailed_routing,357,
final_timing,finalCriticalPeriod,3.77,ns
logic_synthesis,yosys_cells,49,
final_timing,timing.fmax,0.265,GHz
global_route,grt_max_degree,5,
die,die.size.y,80,um
finish,flop_area,0,um2
finish,seq_cells,0,
final_timing,final_slew_violations,0,
die,row_count,21,
power_and_ir_drop,power_density,138,mW/mm2
setup_path,cp_data_required_time,3.52,ns
finish,final.fill_count,377,
final_timing,final_min_period_over_clock_period,85.8,%
logic_synthesis,synth_area,388,um2
logic_synthesis,ys.warnings.count,0,
logic_synthesis,synth.top_cell.area_share,25.8,%
setup_path,timing.critical_path.to_type,"output pin",
final_timing,finalSetupViolations,0,
placed_design,dpl_worst_slack,0.606,ns
logic_synthesis,sequential_to_total_area_share_from_yosys_stat,0,%
final_timing,rsz_0062_raised_after_global_routing,"false",
route,routed_wl,1070,um
finish,flow.area_growth_from_synthesis,66.5,%
power_and_ir_drop,totalPowerFinal,0.0888,mW
route,dr.first_iter.drc_count,19,
placed_design,io_buffer_count,26,
route,drt_drc_violations_left,0,
logic_synthesis,avgSynthCellArea,7.92,um2
global_route,antenna_violations_before_repair,0,
final_timing,tightest_slew,0.304,ns
die,design.portCount,26,
route,drtAntennaViolNets,0,
run,max_cap_violations,0,
setup_path,path_class,"input pin to output pin",
route,insertedDiodeCount,0,
global_route,grt_resource_usage_total,2.96,%
finish,most_frequently_placed_logic_cell_in_the_final_layout,"clkdlybuf4s50_1",
run_status,status,"finished, final reports clean",
-- worst max-delay path, cell delays in order --
cell and delay [ns]:
clkdlybuf4s50_1 0.42, ha_1 0.31, a21oi_2 0.20, o211ai_2 0.14, a311oi_2 0.31, xnor2_1 0.15
clkdlybuf4s50_1 0.49
-- final timing paths --
| kind | startpoint | end | slack, ns | cells past startpoint |
|---|---|---|---|---|
| max | a[0] | sum[7] | 0.63 | 7 |
| min | b[0] | sum[0] | 2.85 | 5 |
-- synth_stat cells, types with 2 or more instances --
master,number
o21bai_1,2
inv_1,7
xor2_1,2
xnor2_1,4
nand3_1,3
nand2_1,3
ha_1,8
buf_4,8
a21oi_1,3
a21oi_2,2
-- cells by family (layout without fill, tap and decap cells) --
kind of cell / after synthesis / after routing / synth area share, %
and+or+nand+nor: 8 / 8 / 9.68
buffers and inverters: 15 / 33 / 22.3
AOI/OAI and AO/OA: 11 / 11 / 23.5
xor gates and xnor gates: 6 / 6 / 13.5
adders and majority gates: 9 / 9 / 31.0
-- where the power goes --
group          switching (mW)  internal [mW]  total [mW]
Sequential                  0              0           0
Combinational          0.0296         0.0592      0.0888
Clock                       0              0           0
Total                  0.0296         0.0592      0.0888
-- through the flow --
stage                     hold slack (ns)  cell area, um2  utilization [%]  cells
after floorplan                      1.94             388                -     49
after global placement               2.84             646             18.9    113
after detailed placement             2.85             646             18.9    113
after CTS                            2.86             646             18.9    113
after global routing                 2.89             646             18.9    113
final                                2.85             646             18.9    113
-- area by class of cell --
cell class / count / area (um2) / share of cell area [%]
multi-input cells: 34 / 302 / 46.7
repair buffers: 26 / 260 / 40.3
well taps: 46 / 57.6 / 8.91
inverters: 7 / 26.3 / 4.07
-- per-layer routing --
metal,wire [um],track usage [%],vias to the layer above
li1,-,-,198
met1,372,2.91,150
met2,627,6.42,9
met3,72,0.455,0
met4,0,0,0
met5,0,0,-
Power and IR drop assume default switching activity.
